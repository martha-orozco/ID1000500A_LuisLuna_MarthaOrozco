==> design/flow/design.v <==
module conv_processor (
	input wire clk,
	input wire rstn,
   input wire [7:0] dataX_i,
	input wire [4:0] sizeX_i,
	input wire [7:0] dataY_i,
	input wire [4:0] sizeY_i,
	input wire       start_i,
	output wire [4:0] memXaddr_o,
	output wire [4:0] memYaddr_o,
	output wire [5:0] memZaddr_o,
	output wire [15:0] dataZ_o,
	output wire        writeZ_o,
	output wire        busy_o,
	output reg         done_o
);
localparam DATA_WIDTH=8,
           ADDR_WIDTH=5;
reg comp1_wire;
reg comp2_wire;
reg comp3_wire;
wire addrZ_clr_wire;
wire addrZ_load_wire;
wire done_wire;
wire addrY_clr_wire;
wire addrY_load_wire;
wire addrX_load_wire;
wire aux_clr_wire;
wire aux_load_wire;
wire sel_addrY_wire;
wire [1:0] sel_addrX_wire;
wire readX_wire;
wire readY_wire;
wire [ADDR_WIDTH:0] addrX;
wire [ADDR_WIDTH:0] addrX_next;
wire [ADDR_WIDTH:0] addrY;
wire [ADDR_WIDTH:0] addrY_next;
wire [(2*DATA_WIDTH)-1:0] aux;
wire [(2*DATA_WIDTH)-1:0] mult_temp_wire;
conv_processor_FSM fsm(
	.clk(clk),
	.rstn(rstn),
	.comp1_in(comp1_wire),
	.comp2_in(comp2_wire),
	.comp3_in(comp3_wire),
	.init_in(start_i),
	.addrZ_clr_out(addrZ_clr_wire),
	.addrZ_load_out(addrZ_load_wire),
	.done_out(done_wire),
	.addrY_clr_out(addrY_clr_wire),
	.addrY_load_out(addrY_load_wire),
	.addrX_load_out(addrX_load_wire),
	.aux_clr_out(aux_clr_wire),
	.aux_load_out(aux_load_wire),
	.sel_addrY_out(sel_addrY_wire),
	.sel_addrX_out(sel_addrX_wire),
	.readX_out(),
	.readY_out(),
	.writeZ_out(writeZ_o),
   .busy_out(busy_o)
);
always@(posedge clk) begin			
      if(done_wire)
            done_o<=1'b1;
      else
            done_o<=1'b0;			
end
conv_processor_register #(
	.DATA_WIDTH(ADDR_WIDTH+1)
) addrX_reg (
				.clk(clk),
            .rstn(rstn),
				.clear(1'b0),
				.load(addrX_load_wire),
				.data_in(addrX_next),
				.data_out(addrX)	
);
conv_processor_register #(
	.DATA_WIDTH(ADDR_WIDTH+1)
) addry_reg (
				.clk(clk),
            .rstn(rstn),
				.clear(addrY_clr_wire),
				.load(addrY_load_wire),
				.data_in(addrY_next),
				.data_out(addrY)	
);
conv_processor_register #(
	.DATA_WIDTH(ADDR_WIDTH+1)
) addrz_reg (
				.clk(clk),
            .rstn(rstn),
				.clear(addrZ_clr_wire),
				.load(addrZ_load_wire),
				.data_in(memZaddr_o+1'b1),
				.data_out(memZaddr_o)	
);
conv_processor_register #(
	.DATA_WIDTH(2*DATA_WIDTH)
) aux_reg (
				.clk(clk),
            .rstn(rstn),
				.clear(aux_clr_wire),
				.load(aux_load_wire),
				.data_in(mult_temp_wire+aux),
				.data_out(aux)
);
assign mult_temp_wire=dataX_i*dataY_i;
conv_processor_mux2to1 #(
		.DATA_WIDTH(ADDR_WIDTH+1)
) mux1 (
		.in1(addrY + 1'b1),
		.in2(memZaddr_o-sizeX_i+1'b1),
		.sel(sel_addrY_wire),
		.out(addrY_next)	   
);
conv_processor_mux3to1 #(
		.DATA_WIDTH(ADDR_WIDTH+1)
) mux2 (
		.in1(addrX-1'b1),
		.in2(memZaddr_o),
		.in3({1'b0,sizeX_i}-1'b1),
		.sel(sel_addrX_wire),
		.out(addrX_next)  
);
always @(*) begin
	if(memZaddr_o < sizeX_i+sizeY_i-1'b1)
		comp1_wire=1'b1;
	else
		comp1_wire=1'b0;
	if(memZaddr_o < sizeX_i)
		comp2_wire=1'b1;
	else
		comp2_wire=1'b0;
	if(addrY < sizeY_i && addrX[ADDR_WIDTH] == 1'b0)
		comp3_wire=1'b1;                
	else
		comp3_wire=1'b0;	
end
assign memXaddr_o = addrX[ADDR_WIDTH-1:0];  
assign memYaddr_o = addrY[ADDR_WIDTH-1:0];                                                                                                         
assign  dataZ_o   = aux;                                                               
endmodule                                            
module conv_processor_FSM (
	input wire clk,
	input wire rstn,
	input wire comp1_in,
	input wire comp2_in,
	input wire comp3_in,
	input wire init_in,
	output reg addrZ_clr_out,
	output reg addrZ_load_out,
	output reg done_out,
	output reg addrY_clr_out,
	output reg addrY_load_out,
	output reg addrX_load_out,
	output reg aux_clr_out,
	output reg aux_load_out,
	output reg sel_addrY_out,
	output reg [1:0] sel_addrX_out,
	output reg readX_out,
	output reg readY_out,
	output reg writeZ_out,
   output reg busy_out	
);
localparam [3:0]  s1=	4'b0000, 
						s2=	4'b0001, 
						s3=	4'b0010, 
						s4=	4'b0011, 
						s5=	4'b0100, 
						s6=	4'b0101, 
						s7=	4'b0110, 
						s8=	4'b0111, 
						s9=	4'b1000, 
						s10=	4'b1001, 
						s11=	4'b1010,
						s12=	4'b1011,
						s13=  4'b1100,
                  s14=  4'b1101;
reg [3:0] pres;   
reg [3:0] next;   
always@(posedge clk, negedge rstn) begin
		if(~rstn) begin
					pres<=s1;  
		end
		else begin
			      pres<= next;  
		end
end
always@(*) begin
		case (pres)  
				s1: begin 
					if(init_in)
						next=s2;
					else
						next=s1;
				end	
				s2: begin 
					if(comp1_in)
						next=s3;
					else
						next=s4;
				end
				s3: begin 
					if(comp2_in)
						next=s5;
					else
						next=s6;
				end
				s4: begin
                 next=s14;
            end
				s5: begin	
					next=s7;	
				end
				s6: begin
					next=s7;
				end
				s7: begin
					if(comp3_in)
						next=s11;
					else
						next=s8;	
				end
				s8: begin
					next=s9;	
				end
				s9: begin
					next=s10;	
				end
				s10: begin
					if(comp1_in)
						next=s3;
					else
						next=s4;		
				end
				s11: begin	
					next=s12;
				end
				s12: begin	
					next=s13;
				end
				s13: begin	
					if(comp3_in)
						next=s11;
					else
						next=s8;	
				end
            s14: begin
					if(~init_in)
						next=s1;
					else
						next=s14;	
				end
		endcase
end
always @ (*) begin
addrZ_clr_out  = 1'b0;
addrZ_load_out = 1'b0;
done_out       = 1'b0;
addrY_clr_out  = 1'b0;
addrY_load_out = 1'b0;
addrX_load_out = 1'b0;
aux_clr_out    = 1'b0;
aux_load_out   = 1'b0;
sel_addrY_out  = 1'b0;
sel_addrX_out  = 2'b01;
readX_out      = 1'b0;
readY_out      = 1'b0;
writeZ_out     = 1'b0;
busy_out       = 1'b0;
	   case (pres)
				s1: begin 				
						addrZ_clr_out = 1'b1;
						sel_addrX_out = 2'b01;
				end	
				s2: begin 					
				end
				s3: begin 
						aux_clr_out = 1'b1;
                  busy_out  = 1'b1;
				end		
				s4: begin
						done_out  = 1'b1;
				end		
				s5: begin					
						addrY_clr_out  = 1'b1;
						addrX_load_out = 1'b1;						
						sel_addrX_out  = 2'b01;
                  busy_out  = 1'b1; 
				end
				s6: begin
						addrY_load_out = 1'b1;
						addrX_load_out = 1'b1;						
						sel_addrX_out  = 2'b10;	
                  busy_out  = 1'b1;
				end
				s7: begin
                 busy_out  = 1'b1;
				end
				s8: begin
						writeZ_out = 1'b1;
                  busy_out  = 1'b1;
				end
				s9: begin					
						addrZ_load_out = 1'b1;
                  busy_out  = 1'b1;
				end
				s10: begin
                 busy_out  = 1'b1;
				end
				s11: begin	
						readX_out = 1'b1;
						readY_out = 1'b1;	
                  busy_out  = 1'b1;
				end
				s12: begin	
						addrY_load_out = 1'b1;
						addrX_load_out = 1'b1;						
						sel_addrY_out  = 1'b1;
                  sel_addrX_out=2'b00;
                  busy_out  = 1'b1;
				end
				s13: begin				
						aux_load_out = 1'b1;	
                  busy_out  = 1'b1;
				end
            s14: begin
				end	
		endcase
end
endmodule 
module conv_processor_mux2to1 #(
		parameter DATA_WIDTH= 8
)(
		input wire [DATA_WIDTH-1:0] in1,
		input wire [DATA_WIDTH-1:0] in2,
		input wire  sel,
		output wire [DATA_WIDTH-1:0] out
);
assign out=sel?in1:in2;
endmodule 
module conv_processor_mux3to1 #(
		parameter DATA_WIDTH= 8
)(
		input wire [DATA_WIDTH-1:0] in1,
		input wire [DATA_WIDTH-1:0] in2,
		input wire [DATA_WIDTH-1:0] in3,
		input wire  [1:0] sel,
		output reg [DATA_WIDTH-1:0] out
);
always @(*) begin
	case (sel)
		2'b00: out=in1;
		2'b01: out=in2;
		2'b10: out=in3;
		default: out=in1;
	endcase
end
endmodule
module conv_processor_register #(
		parameter DATA_WIDTH= 8
)(
		input wire clk,
		input wire rstn,
		input wire clear,
		input wire load,
		input wire [DATA_WIDTH-1:0] data_in,
		output reg [DATA_WIDTH-1:0] data_out	
);
always@(posedge clk, negedge rstn) begin
		if(!rstn)
				  data_out<={DATA_WIDTH{1'b0}};
		else if(clear)
					data_out<={DATA_WIDTH{1'b0}};
		else if(load)
					data_out<=data_in;	
end
endmodule
==> design/flow/run.sh <==
#!/bin/bash
# OpenROAD 26Q1-2900-gdf79404cd8, Yosys 0.63+post, stock flow scripts
make -C /OpenROAD-flow-scripts/flow DESIGN_CONFIG=/design/flow/config.mk WORK_HOME=/design/flow/orfs finish
==> design/flow/config.mk <==
export PLATFORM = sky130hd
export DESIGN_NAME = conv_processor
export DESIGN_NICKNAME = conv_processor
export VERILOG_FILES = /design/flow/design.v
export SDC_FILE = /design/flow/constraint.sdc
export NUM_CORES = 4
export LEC_CHECK = 1
export CORE_UTILIZATION = 30
==> design/flow/constraint.sdc <==
current_design conv_processor

set clk_period 7.7
set clk_io_pct 0.2

create_clock -name clk0 -period $clk_period [get_ports {clk}]

set non_clock_inputs [all_inputs -no_clocks]
set_input_delay [expr $clk_period * $clk_io_pct] -clock clk0 $non_clock_inputs
set_output_delay [expr $clk_period * $clk_io_pct] -clock clk0 [all_outputs]
==> flow_summary.json <==
{
  "viasPerCell": 4.63,
  "vias": 4252,
  "grt_pass1_vias": 4239,
  "detail-route-antenna-nets": 0,
  "unclocked_regs": 4,
  "dieWidth_um": 137,
  "min_period_ps": 5870,
  "slowest_delay_ps": 660,
  "antennaDiodeCount": 0,
  "routed_wl_mm": 12.3,
  "insertion_delay_ps": 280,
  "tns_ps": 0,
  "die_y_um": 137,
  "rsz0062_at_grt": "no",
  "finClkSkew_ps": 7.80,
  "critPathTopFamily": "adder cells",
  "routedWlPerCell_um": 13.4,
  "synthesis.instances": 643,
  "hold_violations": 0,
  "end_kind": "flip-flop",
  "min_path_cells": 2,
  "cts_tree": "done",
  "tool_warnings": 28,
  "cts_buffers": 5,
  "clkTransAtPathRegs_ps": 60,
  "dpl.hpwl_mm": 10.0,
  "crit_path_top_delay_cell": "clkdlybuf4s50_1",
  "power_leakage_uw": 0.00314,
  "rr_worst_depth": 14,
  "untimed_endpoints": 8,
  "cp.arrival_ps": 6040,
  "drt_first_pass_iters": 5,
  "cts_buffer_depth": 2,
  "cts-htree-levels": 2,
  "overflow": 0,
  "cp_common_cell": "fa_1",
  "timing.rr.start": "aux_reg.data_out[7]",
  "dp.cells": 910,
  "rows": 49,
  "min_from": "aux_reg.data_out[13]",
  "hold_path.class": "flip-flop to flip-flop",
  "critical_path_class": "input pin to flip-flop",
  "grt.total_usage_pct": 14.6,
  "path_buffers": 4,
  "yosys-stat-cells": 643,
  "core_sq_um": 18000,
  "io_buffers": 63,
  "final-max-slew-violation-count": 0,
  "dieArea_sq_um": 18800,
  "cp-start-kind": "input pin",
  "ys.flops": 43,
  "grt_first_pass_wirelength_mm": 21.0,
  "yosysWarnings": 5,
  "antenna_found_initial": 0,
  "final-setup-viol-count": 0,
  "required_ps": 7870,
  "reg2reg_to": "aux_reg.data_out[15]",
  "syn_avg_cell_area_sq_um": 8.52,
  "ys_area_sq_um": 5480,
  "io_pins": 64,
  "status": "finished, final reports clean",
  "slew_headroom_pct": 45.9,
  "flop_cell": "dfrtp_1",
  "fp_util_pct": 30.5,
  "hold_buffers": 0,
  "grt_max_degree": 39,
  "fin_cells": 918,
  "hold_end": "aux_reg.data_out[13]",
  "worst_pin_slew_ps": 808,
  "power.density_nw_per_um2": 217,
  "cts_resized": 0,
  "post-cts-setup-buffer-count": 0,
  "gp_congestion": 0.881,
  "synth.distinct_cells": 60,
  "drc": 0,
  "path_cells": "clkdlybuf4s50_1 > nand2_1 > fa_1 > inv_1 > fa_1 > inv_1 > fa_1 > fa_1 > inv_1 > ha_1 > and4_1 > a21oi_1 > o21ai_1 > or3_1 > a32o_1",
  "area_growth_pct": 16.2,
  "drv_cap": 0,
  "worstPathMaxFanout": 8,
  "synthArstFlopShare_pct": 88.4,
  "post-route-period-util_pct": 76.3,
  "fmax_ghz": 0.170,
  "rrSetupSlack_ps": 3490,
  "mappedNetlistArea_sq_um": 5480,
  "edf_count": 0,
  "root_buffer": "clkbuf_16",
  "drt-initial-drc-count": 143,
  "vdd_ir_drop_max_mv": 0.109,
  "drive_above_1_share_pct": 3.05
}
-- worst min-delay path, cell delays in order, from the launching register on --
cell and delay (ps):
dfrtp_1 370, a21oi_1 70, nand2_1 60
-- how the worst max path moves through the flow --
stage                     endpoint        from  depth (start not counted)  slack, ps
finish        aux_reg.data_out[15]  dataX_i[4]                         15       1830
global route  aux_reg.data_out[15]  dataY_i[7]                         15       1570
CTS           aux_reg.data_out[15]  dataX_i[4]                         15       1840
-- power breakdown --
| part | internal [uW] | switching [uW] | leakage (uW) |
|---|---|---|---|
| clock network | 120 | 82.5 | 0.0000679 |
| logic | 405 | 526 | 0.00252 |
| registers | 226 | 24.3 | 0.000544 |
| total | 750 | 632 | 0.00314 |
-- layer usage --
layer	GRT usage, %	share of wire, %	routed length, um	vias to the layer above
li1	-	-	-	2159
met1	23.0	51	6250	1981
met2	21.9	42	5210	102
met3	2.82	5.6	690	10
met4	1.40	1.1	131	0
met5	0	0	0	-
-- area by class of cell --
cell class	instances	area (sq um)
Inverter	133	499
Sequential cell	43	1030
Tap cell	229	287
Fill cell	1850	11600
Clock inverter	1	5.00
Multi-Input combinational cell	441	3780
Timing Repair Buffer	64	633
Clock buffer	7	133
-- cell usage in the layout, fill, tap and decap left out, types with 4 or more instances in the layout --
cell,netlist,layout
a31oi_1,4,4
nand2b_1,5,5
clkbuf_16,0,5
o21ai_1,6,6
ha_1,68,68
and3_1,5,5
nor2_1,33,33
a21oi_1,33,33
dfrtp_1,38,38
inv_1,133,133
nor3_1,4,4
a21o_1,7,7
clkdlybuf4s50_1,0,62
dlxtn_1,4,4
a211oi_1,8,8
nand2_1,70,70
fa_1,53,53
o22ai_1,5,5
nand3_1,8,8
xnor2_1,14,14
o21ai_0,28,28
and2_1,32,32
xor2_1,12,12
-- sequential cells by signal (all words and copies together), names as in the netlist --
signal and cells:
fsm.next 4, addrz_reg.data_out 6, addrX_reg.data_out 6, aux_reg.data_out 16, addry_reg.data_out 6, done_o 1
fsm.pres 4
-- synthesized netlist by cell type, types with 5 or more instances --
cell type | number | area, sq um
nand2_1 | 70 | 263
and2_1 | 32 | 200
buf_2 | 5 | 25.0
a211oi_1 | 8 | 60.1
dfrtp_1 | 38 | 951
a21oi_1 | 33 | 165
nor2_1 | 33 | 124
and3_1 | 5 | 31.3
buf_4 | 16 | 120
nand3_1 | 8 | 40.0
xnor2_1 | 14 | 123
a21o_1 | 7 | 52.6
fa_1 | 53 | 1060
o22ai_1 | 5 | 31.3
ha_1 | 68 | 851
o21ai_1 | 6 | 30.0
inv_1 | 133 | 499
o21ai_0 | 28 | 140
nand2b_1 | 5 | 31.3
xor2_1 | 12 | 105
-- per-stage QoR --
step	setup WS [ps]	area [sq um]	total power, uW	util [%]	hold WS, ps
2_1_floorplan	2230	5480	949	-	449
3_3_place_gp	1580	6230	1190	34.7	532
3_5_place_dp	1550	6230	1180	34.7	523
4_1_cts	1840	6370	1400	35.4	543
5_1_grt	1570	6370	1570	35.4	579
6_report	1830	6370	1380	35.4	536
-- kinds of logic (layout without fill, tap and decap cells) --
group / count (synthesis) / after routing / share of synthesized area [%]
AOI/OAI and AO/OA: 115 / 115 / 13.3
DFF: 39 / 39 / 17.7
xor gates and xnor gates: 26 / 26 / 4.15
latches: 4 / 4 / 1.10
adders and majority gates: 121 / 121 / 34.9
muxes: 1 / 1 / 0.183
and+or+nand+nor: 178 / 178 / 16.5
buffers and inverters: 159 / 205 / 12.2
No activity file was given, so power comes from the tool's default toggle rates.
